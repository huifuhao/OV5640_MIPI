--- design/flow/run.sh ---
#!/bin/bash
# OpenROAD 26Q1-2900-gdf79404cd8, Yosys 0.63+post, stock flow scripts
make -C /OpenROAD-flow-scripts/flow DESIGN_CONFIG=/design/flow/config.mk WORK_HOME=/design/flow/orfs finish
--- design/flow/config.mk ---
export PLATFORM = sky130hd
export DESIGN_NAME = lane_align
export DESIGN_NICKNAME = lane_align
export VERILOG_FILES = /design/flow/design.v
export SDC_FILE = /design/flow/constraint.sdc
export NUM_CORES = 4
export LEC_CHECK = 1
export CORE_AREA = 10 10 102 102
export DIE_AREA = 0 0 112 112
--- design/flow/constraint.sdc ---
current_design lane_align

set clk_period 2.2
set clk_io_pct 0.2

create_clock -name clk0 -period $clk_period [get_ports {sclk}]

set non_clock_inputs [all_inputs -no_clocks]
set_input_delay [expr $clk_period * $clk_io_pct] -clock clk0 $non_clock_inputs
set_output_delay [expr $clk_period * $clk_io_pct] -clock clk0 [all_outputs]
--- design/flow/design.v ---
module  lane_align(
        input                   sclk                    ,       
        input                   s_rst_n                 ,       
        input           [ 7:0]  lane0_byte_data         ,       
        input           [ 7:0]  lane1_byte_data         ,       
        input                   lane0_byte_vld          ,       
        input                   lane1_byte_vld          ,       
        output  reg     [15:0]  word_data               ,       
        output  reg             word_vld                ,       
        input                   packet_done             ,             
        output  reg             invalid_start                  
);
localparam      LANE0_FIRST     =       2'b01                   ;
localparam      LANE1_FIRST     =       2'b10                   ;
localparam      NONE_FIRST      =       2'b11                   ;
wire                            lane_vld_or                     ;       
reg                             lane_vld_or_r1                  ;       
wire                            lane_vld_or_pos                 ;       
reg                             lane_vld_or_pos_r1              ;       
reg     [ 7:0]                  lane0_byte_data_r1              ;       
reg     [ 7:0]                  lane1_byte_data_r1              ;       
reg                             lane0_byte_vld_r1               ;       
reg                             lane1_byte_vld_r1               ;       
reg     [ 1:0]                  tap                             ;       
wire                            lane_vld_and                    ;       
always  @(posedge sclk) begin
        lane0_byte_data_r1      <=      lane0_byte_data;
        lane1_byte_data_r1      <=      lane1_byte_data;
        lane0_byte_vld_r1       <=      lane0_byte_vld;
        lane1_byte_vld_r1       <=      lane1_byte_vld;
        lane_vld_or_pos_r1      <=      lane_vld_or_pos;
        lane_vld_or_r1          <=      lane_vld_or;
end
assign  lane_vld_or     =       lane0_byte_vld | lane1_byte_vld;
assign  lane_vld_or_pos =       lane_vld_or & (~lane_vld_or_r1);
assign  lane_vld_and    =       lane0_byte_vld & lane1_byte_vld;
always  @(posedge sclk or negedge s_rst_n) begin
        if(s_rst_n == 1'b0)
                tap     <=      NONE_FIRST;
        else if(lane_vld_or_pos == 1'b1)
                tap     <=      {lane1_byte_vld, lane0_byte_vld};
end
always  @(posedge sclk or negedge s_rst_n) begin
        if(s_rst_n == 1'b0)
                invalid_start   <=      1'b0;
        else if(lane_vld_or_pos_r1 == 1'b1 && lane_vld_and == 1'b0)
                invalid_start   <=      1'b1;
        else
                invalid_start   <=      1'b0;
end
always  @(posedge sclk or negedge s_rst_n) begin
        if(s_rst_n == 1'b0)
                word_vld        <=      1'b0;
        else if(packet_done == 1'b1)
                word_vld        <=      1'b0;
        else if(lane_vld_or_pos_r1 == 1'b1 && lane_vld_and == 1'b1)
                word_vld        <=      1'b1;
end
always  @(posedge sclk or negedge s_rst_n) begin
        if(s_rst_n == 1'b0) begin
                word_data       <=      16'h0;
        end
        else case(tap)
                LANE0_FIRST: begin
                        word_data       <=      {lane1_byte_data, lane0_byte_data_r1};                  
                end
                LANE1_FIRST: begin
                        word_data       <=      {lane1_byte_data_r1, lane0_byte_data};                  
                end
                NONE_FIRST: begin
                        word_data       <=      {lane1_byte_data_r1, lane0_byte_data_r1};                  
                end
                default: begin
                        word_data       <=      {lane1_byte_data_r1, lane0_byte_data_r1};                  
                end
        endcase
end
endmodule
==> results.py <==
# Physical implementation metrics
metrics = {
    "run_status": {
        "status": "finished, final reports clean",
    },
    "flow_run": {
        "tool_warnings": 26,
        "cap_violations": 0,
    },
    "routing": {
        "dr.pass1.iters": 4,
        "drt_iter0_drc": 24,
        "ant_nets": 0,
        "diodes": 0,
        "vias": 693,
        "via_per_inst": 3.11,
        "drcViolationCount": 0,
        "wire_per_inst_microns": 11.8,
        "drt_wl_total_microns": 2620,
    },
    "final_timing": {
        "slew_headroom_pct": 58.4,
        "finalSetupViolations": 0,
        "skew_ns": 0.00651,
        "period_needed_ns": 1.73,
        "hold_viol": 0,
        "worst_pin_slew_ns": 0.623,
        "min_period_over_period_pct": 78.8,
        "fmax_mhz": 577,
        "slew_violations": 0,
        "rsz0062_at_grt": "no",
        "setup_tns_ns": 0,
    },
    "clocking": {
        "cts_sinks": 38,
        "root_buffer": "clkbuf_8",
        "tritoncts": "built",
        "clk_latency_ns": 0.28,
        "cts_hold_buf": 0,
        "post_cts_resized": 0,
        "postCtsSetupRepairBufs": 0,
        "h-tree-depth": 2,
        "cts_made_buffers": 5,
        "path_clk_slew_ns": 0.07,
        "clock_path_buffers": 2,
    },
    "global_route": {
        "antenna_found_initial": 0,
        "grt_first_pass_wirelength_microns": 4190,
        "grt_max_degree": 13,
        "grt_pass1_vias": 747,
        "grt_usage_pct": 4.16,
        "grt.overflow.total": 0,
    },
    "finish": {
        "fill_cells": 843,
        "mi_logic_area_sq_um": 245,
        "post_route_cells_drive_above_1_share_pct": 10.2,
        "regArea_sq_um": 863,
        "fin_cells": 223,
        "area_delta_synth_final_pct": 54.8,
    },
    "power_and_ir_drop": {
        "p_per_area_mw_per_mm2": 1040,
        "p_comb_share_pct": 16.9,
        "leakage_uw": 0.000753,
        "p_clk_share_pct": 38.9,
        "switching_power_uw": 359,
        "seqPwrFrac_pct": 44.3,
        "p_sw_share_pct": 19.5,
        "peakVddDrop_uv": 240,
        "power.internal_uw": 1480,
    },
    "yosys": {
        "yosys_warnings": 1,
        "ys_cells": 75,
        "syn_inst": 75,
        "netlist_area_sq_mm": 0.00115,
        "ys_types": 17,
        "ys_area_sq_mm": 0.00115,
        "avgSynthCellArea_sq_um": 15.3,
        "synth_seq_share_pct": 75.2,
        "ys.flops": 38,
    },
    "worst_setup_path": {
        "path_cells": "inv_1 -> ha_1 -> nor2b_1 -> a22o_1",
        "r2r_slack_ns": 0.47,
        "reg2reg_depth": 4,
        "critical_path_arrival_ns": 1.95,
        "start_kind": "flop",
        "r2r-start": "tap[0]",
        "cp_slowest_cell": "dfstp_2",
        "max_stage_delay_ns": 0.55,
        "reg2reg_to": "word_data[11]",
        "required_ns": 2.42,
        "crit_type": "reg -> reg",
        "critPathMaxFanout": 8,
        "critPathCaptureType": "flop",
    },
    "die": {
        "dieArea_sq_mm": 0.0125,
        "rows": 33,
        "die_y_microns": 112,
        "fp.coreArea_sq_mm": 0.00822,
        "ios": 39,
        "die_w_microns": 112,
        "fp_util_pct": 14.0,
    },
    "placed_design": {
        "dpl.hpwl_microns": 2040,
        "routabilityCongestion": 0.709,
        "placedCellCount": 215,
        "portBuffers": 38,
    },
    "min_path": {
        "holdPathEnd": "lane_vld_or_pos_r1",
        "whs_path_depth": 1,
        "hp-start": "lane_vld_or_r1",
        "min-delay-path-class": "reg -> reg",
    },
}
cells in the final DEF (no fill, tap or decap), drive strengths merged:
cell	netlist	final
a21boi	1	1
bufinv	0	2
nor2b	4	4
buf	4	1
dfstp	2	2
nor2	1	1
dfxtp	18	18
inv	2	2
clkbuf	0	6
nand2b	1	1
dfrtp	18	18
a21o	1	1
or2	3	3
clkdlybuf4s50	0	38
a31oi	1	1
o21ai	1	1
a22o	16	16
ha	2	2
kinds of logic (layout without fill, tap and decap cells):
group | after synthesis | count (layout) | share of synthesized area, %
flip-flops | 38 | 38 | 75.2
AND-OR/OR-AND | 20 | 20 | 14.5
AND/OR/NAND/NOR | 9 | 9 | 4.68
buffers and inverters | 6 | 49 | 3.49
adder cells (fa/ha/maj) | 2 | 2 | 2.18
metal layers:
| metal | GRT usage, % | vias up | share of wire, % |
|---|---|---|---|
| li1 | - | 340 | - |
| met1 | 5.17 | 322 | 41 |
| met2 | 6.33 | 25 | 47 |
| met3 | 2.28 | 6 | 10 |
| met4 | 0.677 | 0 | 1.8 |
| met5 | 0 | - | 0 |
layout make-up:
cell class	count	share of cell area, %
Sequential cell	38	48.6
Timing Repair Buffer	39	21.8
Multi-Input combinational cell	31	13.8
Tap cell	105	7.39
Clock buffer	6	4.64
Clock inverter	2	3.38
Inverter	2	0.422
how the worst max path moves through the flow:
stage	to	start	cells past startpoint	slack [ns]
final	word_data[11]	tap[0]	4	0.47
after global routing	word_data[8]	tap[0]	4	0.27
after CTS	word_data[11]	tap[0]	4	0.39
critical path: cells and delay by family, from the launching register on:
kind | cells | cell delay, ns
flip-flops | 1 | 0.55
adder cells (fa/ha/maj) | 1 | 0.32
AND/OR/NAND/NOR | 1 | 0.51
AND-OR/OR-AND | 1 | 0.24
buffers and inverters | 1 | 0.04
power groups by stage:
| stage | Combinational [uW] | Clock [uW] | Sequential (uW) |
|---|---|---|---|
| 4_1_cts | 326 | 735 | 818 |
| 5_1_grt | 349 | 770 | 824 |
| 6_report | 311 | 716 | 816 |
cells in the mapped netlist (all sizes together):
| library cell | instances | area (sq um) |
|---|---|---|
| or2 | 3 | 18.8 |
| a21o | 1 | 7.51 |
| nor2 | 1 | 3.75 |
| dfxtp | 18 | 360 |
| o21ai | 1 | 5.00 |
| a22o | 16 | 140 |
| ha | 2 | 25.0 |
| inv | 2 | 7.51 |
| dfstp | 2 | 52.6 |
| nor2b | 4 | 25.0 |
| dfrtp | 18 | 450 |
| a31oi | 1 | 6.26 |
| a21boi | 1 | 7.51 |
| buf | 4 | 32.5 |
| nand2b | 1 | 6.26 |
stage by stage:
| step | instance area, sq um | utilization, % | power (uW) | worst slack [ns] | hold slack [ns] |
|---|---|---|---|---|---|
| 4_1_cts | 1780 | 21.6 | 1880 | 0.393 | 0.437 |
| 3_5_place_dp | 1640 | 19.9 | 1150 | 0.415 | 0.426 |
| 2_1_floorplan | 1150 | - | 952 | 0.689 | 0.144 |
| 3_3_place_gp | 1640 | 19.9 | 1150 | 0.417 | 0.429 |
| 5_1_grt | 1780 | 21.6 | 1940 | 0.270 | 0.455 |
| 6_report | 1780 | 21.6 | 1840 | 0.466 | 0.436 |
sequential cells by signal (all words and copies together), names as in the netlist:
register and cells:
invalid_start 1, lane0_byte_data_r1 8, lane1_byte_data_r1 8, lane_vld_or_pos_r1 1
lane_vld_or_r1 1, tap 2, word_data 16, word_vld 1
Power and IR drop assume default switching activity.
