**flow/run.sh**
```bash
#!/bin/bash
# OpenROAD 26Q1-2900-gdf79404cd8, Yosys 0.63+post, stock flow scripts
make -C /OpenROAD-flow-scripts/flow DESIGN_CONFIG=/design/flow/config.mk WORK_HOME=/design/flow/orfs finish
```
**flow/config.mk**
```make
export PLATFORM = sky130hd
export DESIGN_NAME = packet_handler
export DESIGN_NICKNAME = packet_handler
export VERILOG_FILES = /design/flow/design.v
export SDC_FILE = /design/flow/constraint.sdc
export NUM_CORES = 4
export LEC_CHECK = 1
export CORE_UTILIZATION = 30
```
**flow/constraint.sdc**
```tcl
current_design packet_handler

set clk_period 5.2
set clk_io_pct 0.2

create_clock -name clk0 -period $clk_period [get_ports {sclk}]

set non_clock_inputs [all_inputs -no_clocks]
set_input_delay [expr $clk_period * $clk_io_pct] -clock clk0 $non_clock_inputs
set_output_delay [expr $clk_period * $clk_io_pct] -clock clk0 [all_outputs]
```
**flow/design.v**
```verilog
module  hdr_ecc(
        input           [23:0]  ph_data                 ,       
        output  reg     [ 7:0]  ecc_rlst                       
);
always  @(*) begin
        ecc_rlst[7] = 1'b0;
        ecc_rlst[6] = 1'b0;
        ecc_rlst[5] = ph_data[10] ^ ph_data[11] ^ ph_data[12] ^ ph_data[13] ^ ph_data[14] ^ ph_data[15] ^ ph_data[16] ^ ph_data[17] ^ ph_data[18] ^ ph_data[19] ^ ph_data[21] ^ ph_data[22] ^ ph_data[23];
        ecc_rlst[4] = ph_data[4] ^ ph_data[5] ^ ph_data[6] ^ ph_data[7] ^ ph_data[8] ^ ph_data[9] ^ ph_data[16] ^ ph_data[17] ^ ph_data[18] ^ ph_data[19] ^ ph_data[20] ^ ph_data[22] ^ ph_data[23];
        ecc_rlst[3] = ph_data[1] ^ ph_data[2] ^ ph_data[3] ^ ph_data[7] ^ ph_data[8] ^ ph_data[9] ^ ph_data[13] ^ ph_data[14] ^ ph_data[15] ^ ph_data[19] ^ ph_data[20] ^ ph_data[21] ^ ph_data[23];
        ecc_rlst[2] = ph_data[0] ^ ph_data[2] ^ ph_data[3] ^ ph_data[5] ^ ph_data[6] ^ ph_data[9] ^ ph_data[11] ^ ph_data[12] ^ ph_data[15] ^ ph_data[18] ^ ph_data[20] ^ ph_data[21] ^ ph_data[22];
        ecc_rlst[1] = ph_data[0] ^ ph_data[1] ^ ph_data[3] ^ ph_data[4] ^ ph_data[6] ^ ph_data[8] ^ ph_data[10] ^ ph_data[12] ^ ph_data[14] ^ ph_data[17] ^ ph_data[20] ^ ph_data[21] ^ ph_data[22] ^ ph_data[23];
        ecc_rlst[0] = ph_data[0] ^ ph_data[1] ^ ph_data[2] ^ ph_data[4] ^ ph_data[5] ^ ph_data[7] ^ ph_data[10] ^ ph_data[11] ^ ph_data[13] ^ ph_data[16] ^ ph_data[20] ^ ph_data[21] ^ ph_data[22] ^ ph_data[23];
end
endmodule
module  packet_handler(
        input                   sclk                    ,       
        input                   s_rst_n                 ,       
        input           [15:0]  word_data               ,       
        input                   word_vld                ,       
        output  reg             raw_vld                 ,       
        output  wire    [15:0]  raw_data                ,       
        output  reg             raw_vsync               ,       
        output  reg             packet_done                    
);
reg     [15:0]                  word_data_r1                    ;       
wire    [31:0]                  data_32bit                      ;       
wire    [ 7:0]                  ecc_rlst                        ;       
wire    [ 7:0]                  data_type                       ;       
reg     [15:0]                  wc_reg                          ;       
reg     [15:0]                  data_cnt                        ;       
reg     [ 1:0]                  head_cnt                        ;       
assign  data_32bit      =       {word_data, word_data_r1};
assign  data_type       =       {2'h0, word_data_r1[5:0]};
assign  raw_data        =       (raw_vld == 1'b1) ? word_data : 16'h0;
always  @(posedge sclk) begin
        word_data_r1    <=      word_data;
end
always  @(posedge sclk or negedge s_rst_n) begin
        if(s_rst_n == 1'b0)
                raw_vld <=      1'b0;
        else if(raw_vld == 1'b1 && data_cnt == (wc_reg[15:1]-1))
                raw_vld <=      1'b0;
        else if(word_vld == 1'b1 && head_cnt == 'd2 && ecc_rlst == word_data[15:8] && data_type == 8'h2B)
                raw_vld <=      1'b1;
end
always  @(posedge sclk or negedge s_rst_n) begin
        if(s_rst_n == 1'b0)
                wc_reg  <=      'd0;
        else if(word_vld == 1'b1 && head_cnt == 'd2 && ecc_rlst == word_data[15:8] && data_type == 8'h2B)
                wc_reg  <=      data_32bit[23:8];
end
always  @(posedge sclk or negedge s_rst_n) begin
        if(s_rst_n == 1'b0)
                data_cnt        <=      'd0;
        else if(raw_vld == 1'b1 && data_cnt == (wc_reg[15:1]-1))
                data_cnt        <=      'd0;
        else if(raw_vld == 1'b1)
                data_cnt        <=      data_cnt + 1'b1;
end
always  @(posedge sclk or negedge s_rst_n) begin
        if(s_rst_n == 1'b0)
                packet_done     <=      1'b0;
        else if(raw_vld == 1'b1 && data_cnt == (wc_reg[15:1]-1))
                packet_done     <=      1'b1;
        else if(word_vld == 1'b1 && head_cnt == 'd2 && data_type != 8'h2B)
                packet_done     <=      1'b1;
        else
                packet_done     <=      1'b0;
end
always  @(posedge sclk or negedge s_rst_n) begin
        if(s_rst_n == 1'b0)
                raw_vsync       <=      1'b0;
        else if(word_vld == 1'b1 && head_cnt == 'd2 && data_type == 8'h00 && ecc_rlst == word_data[15:8])
                raw_vsync       <=      1'b1;
        else
                raw_vsync       <=      1'b0;
end
always  @(posedge sclk or negedge s_rst_n) begin
        if(s_rst_n == 1'b0)
                head_cnt        <=      'd0;
        else if(word_vld == 1'b0)
                head_cnt        <=      'd0;
        else if(word_vld == 1'b1 && head_cnt <= 'd2)
                head_cnt        <=      head_cnt + 1'b1;
end
hdr_ecc         hdr_ecc_inst(
        .ph_data                (data_32bit[23:0]       ),
        .ecc_rlst               (ecc_rlst               ) 
);
endmodule
```
==> metrics.csv <==
metric,value,unit
outcome,finished clean,
max_clock_freq,295,MHz
ff2ff_path_depth,10,
finalWorstPathRequiredPeriod,3380,ps
syn-instance-count,299,
yosysCellCount,299,
detailed_route_wl,6430,um
edff_count_synth,0,
postSynthAreaPerCell,10.4,um2
yosys_area,3100,um2
post_drt_wl_per_cell,13.6,um
port_buffers,37,
cts_inserted_buffers,5,
critical_path.max_fanout,16,
timing.critical_path.to_type,flop,
initial_utilization,0.312,
synthArstFlopShare,0.692,
post_cts_resized,0,
fillerInstances,993,
grt_start_max_net_pins,37,
die_area,10700,um2
power-per-cell-area,228,nW/um2
timing.final.setup_violations,0,
dr.first_iter.drc_count,86,
layout_top_cell,sky130_fd_sc_hd__xnor2_1,
count_of_vias_placed_by_the_detailed_router,2174,
synth_cell_types,44,
drt_pre_antenna_iters,4,
area_growth,19.3,%
timing.final.max_slew_violations,0,
worst_skew_pair.late_latency,310,ps
post_synth_main_area_contributors,"sky130_fd_sc_hd__dfrtp_1, sky130_fd_sc_hd__xnor2_1, sky130_fd_sc_hd__dfxtp_1",
max-clock-path-buffers,2,
openroad.warnings,28,
hold_viol,0,
ctsHoldBuffers,0,
netlist_area_before_placement,3100,um2
synth_sequential_area_ratio,0.394,
die_w,104,um
vdd_drop_max,101,uV
path_clk_slew,100,ps
globalplace.congestion,0.872,
antenna_viol_nets_final,0,
netlist.area_leader.share,0.291,
numClockSinks,52,
max_slew_margin,0.548,
critPathLaunchType,input pin,
grt.overflow.total,0,
worst_hold_path_type,reg2reg,
placeableCoreArea,9910,um2
tritoncts_clock_tree,yes,
floorplan.io_pins,38,
vertical_extent_of_the_die,104,um
drc_errors,0,
estimated_wirelength_of_the_detail_placed_design,4890,um
min_period_over_period,0.651,
placement_rows,36,
synth_flop_count,52,
per_cell_via_count_in_the_routed_design,4.61,
setup_ws,1820,ps
place.detailed.instances,464,
total_leakage_power,0.00163,uW
post_cts_buffers,0,
worstPathArrival,3590,ps
timing.max_cap.violations,0,
grt_pass1_vias,2168,
setup_tns,0,ps
critical_path_class,in2reg,
fin_skew,5.95,ps
critPathRequiredTime,5400,ps
grt_use_total,0.127,
finalNonFillerCells,472,
antenna_found_initial,0,
setup_repair_after_global_routing_missed_its_margin,false,
min_delay_path_depth,1,
clock-root-buffer,sky130_fd_sc_hd__clkbuf_8,
synth_top_cell_by_area,sky130_fd_sc_hd__dfrtp_1,
diodes,0,
most_instantiated_logic_cells_after_routing,"sky130_fd_sc_hd__xnor2_1, sky130_fd_sc_hd__dfrtp_1, sky130_fd_sc_hd__clkdlybuf4s50_1, sky130_fd_sc_hd__xor2_1, sky130_fd_sc_hd__nor2_1",
timing.hold.ws,479,ps
dpl_worst_slack,1480,ps
dominantRegCellSynth,sky130_fd_sc_hd__dfrtp_1,
post_route_cells_drive_above_1_share,0.100,
worst_slew_pin_tran,678,ps
total_power,844,uW
clock_tree.htree_level_count,2,
ys_warn_count,2,
grt_first_pass_wirelength,10700,um
==> layer usage <==
layer,share of wire,track usage,up-vias
li1,-,-,1093
met1,0.48,0.186,1025
met2,0.48,0.209,51
met3,0.036,0.0212,5
met4,0.0053,0.00725,0
met5,0,0,-
==> kinds of logic (layout without fill, tap and decap cells) <==
| logic type | Yosys count | after routing | share of synthesized area |
|---|---|---|---|
| simple gates | 100 | 100 | 0.187 |
| xor+xnor | 81 | 81 | 0.234 |
| flops | 52 | 52 | 0.394 |
| compound gates | 22 | 22 | 0.0517 |
| mux | 18 | 18 | 0.0752 |
| buf+inv | 18 | 58 | 0.0255 |
| fa+ha+maj | 8 | 8 | 0.0323 |
==> area by class of cell <==
cell class	count	area, um2	area share
tap	133	166	0.0450
clock buffer	6	72.6	0.0196
clock inverter	2	16.3	0.00440
inverter	11	41.3	0.0112
multi-input combinational	229	1800	0.486
sequential	52	1220	0.331
timing repair buffer	39	380	0.103
==> where the power goes <==
part	total (uW)	internal, uW	switching, uW	leakage, uW
logic	190	108	81.7	0.000969
registers	424	413	10.7	0.000621
clock network	230	96.0	134	0.0000414
==> cells in the mapped netlist, types with 2 or more instances <==
master / instances
sky130_fd_sc_hd__and2_1: 18
sky130_fd_sc_hd__nand2_1: 15
sky130_fd_sc_hd__a21oi_1: 5
sky130_fd_sc_hd__a31oi_1: 2
sky130_fd_sc_hd__dfrtp_1: 36
sky130_fd_sc_hd__nand4_1: 5
sky130_fd_sc_hd__nor2_1: 22
sky130_fd_sc_hd__mux2_2: 6
sky130_fd_sc_hd__ha_1: 8
sky130_fd_sc_hd__nor4_1: 6
sky130_fd_sc_hd__o31ai_1: 2
sky130_fd_sc_hd__nand3_1: 7
sky130_fd_sc_hd__nor3_1: 9
sky130_fd_sc_hd__and3_1: 7
sky130_fd_sc_hd__nor4_4: 2
sky130_fd_sc_hd__inv_1: 11
sky130_fd_sc_hd__clkbuf_1: 5
sky130_fd_sc_hd__xor2_1: 26
sky130_fd_sc_hd__mux2i_1: 3
sky130_fd_sc_hd__dfxtp_1: 16
sky130_fd_sc_hd__mux2_4: 9
sky130_fd_sc_hd__or3_1: 2
sky130_fd_sc_hd__o21ai_0: 3
sky130_fd_sc_hd__xnor2_1: 54
==> final timing paths <==
path                                    startpoint                      end  slack (ps)
setup / recovery                      word_data[4]    wc_reg[3]$_DFFE_PN0P_        1820
hold / removal             word_data_r1[3]$_DFF_P_      raw_vsync$_DFF_PN0_         480
setup reg to reg             wc_reg[1]$_DFFE_PN0P_  data_cnt[1]$_DFFE_PN0P_        2450
hold reg to reg            word_data_r1[3]$_DFF_P_      raw_vsync$_DFF_PN0_         480
max in group asynchronous                  s_rst_n   wc_reg[15]$_DFFE_PN0P_        4110
min in group asynchronous                  s_rst_n  data_cnt[2]$_DFFE_PN0P_         770
==> per-stage QoR <==
| stage | area, um2 | util |
|---|---|---|
| after floorplan | 3100 | - |
| after global placement | 3610 | 0.364 |
| after detailed placement | 3610 | 0.364 |
| after CTS | 3690 | 0.373 |
| after global routing | 3690 | 0.373 |
| final | 3690 | 0.373 |
==> worst max-delay path, stage by stage <==
cell and delay (ps):
sky130_fd_sc_hd__clkdlybuf4s50_1 650, sky130_fd_sc_hd__xnor2_1 140, sky130_fd_sc_hd__xnor2_1 250, sky130_fd_sc_hd__xnor2_1 190, sky130_fd_sc_hd__xnor3_1 450, sky130_fd_sc_hd__and3_4 210, sky130_fd_sc_hd__nand4b_4 260, sky130_fd_sc_hd__mux2_2 380
Power is estimated from default activity; no workload was simulated.
