==> ./design.v <==
module  byte_align(
        input                   sclk                    ,       
        input                   s_rst_n                 ,       
        input           [ 7:0]  lane_data               ,       
        output  reg     [ 7:0]  mipi_byte_data          ,       
        output  reg             mipi_byte_vld           ,       
        input                   re_find                         
);
localparam      SYNC            =       8'hB8                   ;
reg     [ 2:0]                  offset                          ;       
reg     [ 7:0]                  lane_data_r1                    ;       
wire    [15:0]                  data_16bit                      ;
reg     [15:0]                  data_16bit_r1                   ;
always  @(posedge sclk) begin
        lane_data_r1    <=      lane_data;
        data_16bit_r1   <=      data_16bit;
end
assign  data_16bit      =       {lane_data, lane_data_r1};
always  @(posedge sclk or negedge s_rst_n) begin
        if(s_rst_n == 1'b0) begin
                offset          <=      'd0;
                mipi_byte_vld   <=      1'b0;
        end
        else if(re_find == 1'b1) begin
                offset          <=      'd0;
                mipi_byte_vld   <=      1'b0;
        end
        else if(mipi_byte_vld == 1'b0) begin
                if(data_16bit[7:0] == SYNC) begin
                        offset          <=      'd0;
                        mipi_byte_vld   <=      1'b1;
                end
                if(data_16bit[8:1] == SYNC) begin
                        offset          <=      'd1;
                        mipi_byte_vld   <=      1'b1;
                end
                if(data_16bit[9:2] == SYNC) begin
                        offset          <=      'd2;
                        mipi_byte_vld   <=      1'b1;
                end
                if(data_16bit[10:3] == SYNC) begin
                        offset          <=      'd3;
                        mipi_byte_vld   <=      1'b1;
                end
                if(data_16bit[11:4] == SYNC) begin
                        offset          <=      'd4;
                        mipi_byte_vld   <=      1'b1;
                end
                if(data_16bit[12:5] == SYNC) begin
                        offset          <=      'd5;
                        mipi_byte_vld   <=      1'b1;
                end
                if(data_16bit[13:6] == SYNC) begin
                        offset          <=      'd6;
                        mipi_byte_vld   <=      1'b1;
                end
                if(data_16bit[14:7] == SYNC) begin
                        offset          <=      'd7;
                        mipi_byte_vld   <=      1'b1;
                end
        end
end
always  @(*) begin
        case(offset)
                0:      mipi_byte_data  =       data_16bit_r1[7:0];   
                1:      mipi_byte_data  =       data_16bit_r1[8:1];   
                2:      mipi_byte_data  =       data_16bit_r1[9:2];   
                3:      mipi_byte_data  =       data_16bit_r1[10:3];   
                4:      mipi_byte_data  =       data_16bit_r1[11:4];   
                5:      mipi_byte_data  =       data_16bit_r1[12:5];   
                6:      mipi_byte_data  =       data_16bit_r1[13:6];   
                7:      mipi_byte_data  =       data_16bit_r1[14:7];   
                default:mipi_byte_data  =       data_16bit_r1[7:0]; 
        endcase
end
endmodule
==> ./run.sh <==
#!/bin/bash
# OpenROAD 26Q1-2900-gdf79404cd8, Yosys 0.63+post, stock flow scripts
make -C /OpenROAD-flow-scripts/flow DESIGN_CONFIG=/design/flow/config.mk WORK_HOME=/design/flow/orfs finish
==> ./config.mk <==
export PLATFORM = sky130hd
export DESIGN_NAME = byte_align
export DESIGN_NICKNAME = byte_align
export VERILOG_FILES = /design/flow/design.v
export SDC_FILE = /design/flow/constraint.sdc
export NUM_CORES = 4
export LEC_CHECK = 1
export CORE_AREA = 10 10 113 113
export DIE_AREA = 0 0 123 123
==> ./constraint.sdc <==
current_design byte_align

set clk_period 4.4
set clk_io_pct 0.2

create_clock -name clk0 -period $clk_period [get_ports {sclk}]

set non_clock_inputs [all_inputs -no_clocks]
set_input_delay [expr $clk_period * $clk_io_pct] -clock clk0 $non_clock_inputs
set_output_delay [expr $clk_period * $clk_io_pct] -clock clk0 [all_outputs]
==> qor.yml <==
place:
  port_buffers: 19
  place_hpwl_mm: 2.528
  postPlaceCellArea_sq_um: 1520
  globalplace.congestion: 0.8716
die:
  pin_count: 20
  die_w_um: 123
  chipArea_sq_um: 15130
  num_rows: 37
  fp_util_pct: 11.97
  core_sq_um: 10320
  die_y_um: 123
synth:
  synth_area_leader_cell: "dfxtp_1"
  ys_async_sr_fraction_pct: 33.33
  synthesis.area_sq_um: 1236
  ys_area_sq_um: 1236
  synth_cell_types: 33
  edf_count: 0
  synthTopCellsByArea: "dfxtp_1 (26%), dfrtp_1 (16%), a222oi_1 (6.5%)"
  postSynthSeqShare_pct: 42.11
  ys_top_cells_by_count: "dfxtp_1 (16), nor2_1 (12), a22o_1 (9)"
  synth_warnings: 1
  ys.flops: 24
  synth_top_area_share_pct: 25.91
  synth_area_per_cell_sq_um: 10.57
  syn_inst: 117
  ys.flop_type: "dfxtp_1"
  yosys_cells: 117
  most_common_cell: "dfxtp_1"
drt:
  vias: 1099
  antenna_left: 0
  dr.first_iter.drc_count: 145
  avgViaCountPerCell: 4.147
  drt_pre_antenna_iters: 4
  diodes: 0
  wl_mm: 3.411
  wl_per_cell_um: 12.87
  drc: 0
pwr:
  power_mw: 0.4788
  vdd_ir_drop_max_mv: 0.3116
  p_per_area_nw_per_um2: 300.9
  p_leak_nw: 0.5192
final_timing:
  min_period_ns: 3.084
  fin_skew_ns: 0.01252
  slew_viol_final: 0
  rsz0062_at_grt: "false"
  tightestPinTransition_ns: 0.5431
  period_used_pct: 70.08
  fmax_mhz: 324.3
  finalSetupTns_ns: 0
  setup_viol: 0
  finalHoldViolations: 0
  max-slew-margin-rel_pct: 63.51
layout:
  syn2layout_area_growth_pct: 28.75
  fill_cells: 1131
  drive_above_1_share_pct: 8.527
  register_area_sq_um: 520.5
  final_area_sq_um: 1592
  combGateArea_sq_um: 635.6
run:
  warning_count: 25
  drv_cap: 0
clocking:
  cts_sinks: 24
  ctsResizeCount: 0
  clkTransAtPathRegs_ns: 0.09
  cts_buffers: 3
  insertion_delay_ns: 0.27
  holdBufCountCts: 0
  clock_path_buffers: 2
  cts-htree-levels: 1
  cts_tree: "done"
  cts-root-buf: "clkbuf_8"
  cts_setup_buffers: 0
setup_path:
  start_kind: "flip-flop"
  critPathKind: "flip-flop to output pin"
  cp.arrival_ns: 2.20
  path_max_fanout: 16
  cp-end-kind: "output pin"
  worstPathRequired_ns: 3.52
global_route:
  grt_max_degree: 17
  grt_overflow: 0
  track_usage_pct: 4.392
  antenna_found_initial: 0
  grt_pass1_vias: 1035
  grt_pass1_wl_mm: 5.492
status:
  outcome: "complete, no violations"
min_path:
  hp-class: "flip-flop to flip-flop"
[area by class of cell]
cell class / instances / share of cell area (%)
clock buffer: 3 / 2.594
clock inverter: 1 / 1.887
inverter: 1 / 0.2358
multi-input combinational: 81 / 39.94
sequential: 24 / 32.70
tap: 136 / 10.69
timing repair buffer: 19 / 11.95
[worst max-delay path, cell delays in order (launching register included)]
cell             delay, ns
dfrtp_1               0.52
nor4_1                0.30
nand2_1               0.32
a31oi_1               0.24
clkdlybuf4s50_1       0.54
[where the power goes]
group | leakage (nW) | switching, mW | internal [mW]
combinational | 0.237 | 0.0174 | 0.0284
sequential | 0.247 | 0.0153 | 0.227
clock | 0.0357 | 0.0696 | 0.122
[stage by stage]
| stage | setup WS, ns | utilization [%] | std cells | hold WS (ns) |
|---|---|---|---|---|
| finish | 1.316 | 15.42 | 265 | 0.4331 |
| global placement | 1.598 | 14.73 | 261 | 0.4183 |
| floorplan | 2.295 | - | 117 | 0.3507 |
| detailed placement | 1.619 | 14.73 | 261 | 0.4204 |
| global route | 1.116 | 15.42 | 265 | 0.4466 |
| CTS | 1.322 | 15.42 | 265 | 0.4319 |
[routing by layer]
metal | GRT usage, % | wire length [um] | vias to the layer above
li1 | - | - | 515
met1 | 6.182 | 1621 | 535
met2 | 6.928 | 1562 | 47
met3 | 1.249 | 219 | 2
met4 | 0.2183 | 7 | 0
met5 | 0 | 0 | -
[logic make-up after synthesis]
group	after synthesis	synth area share (%)
AND-OR/OR-AND	46	31.78
AND/OR/NAND/NOR	35	19.64
flip-flops	24	42.11
buffers and inverters	12	6.477
[placed cells by master (no fill, tap or decap), types with 2 or more instances in the layout]
| cell | Yosys | final |
|---|---|---|
| clkdlybuf4s50_1 | 0 | 19 |
| clkbuf_8 | 2 | 3 |
| nor3_1 | 5 | 5 |
| dfxtp_1 | 16 | 16 |
| dfrtp_1 | 8 | 8 |
| nand4bb_1 | 6 | 6 |
| a22o_1 | 9 | 9 |
| a21oi_1 | 2 | 2 |
| a221oi_1 | 8 | 8 |
| nor2_1 | 12 | 12 |
| o2bb2ai_1 | 2 | 2 |
| a31oi_1 | 8 | 8 |
| nor4bb_1 | 3 | 3 |
| or2b_1 | 2 | 2 |
| a222oi_1 | 8 | 8 |
| a32o_1 | 3 | 3 |
[sequential cells by signal, summed over array words and instances (netlist names)]
register / count
mipi_byte_vld: 1
data_16bit_r1: 14
lane_data_r1: 2
offset: 7
[path summary, 6_finish.rpt]
check                                          startpoint                       end  slack [ns]  depth (start not counted)
worst max-delay path                  offset[7]$_DFF_PN0_         mipi_byte_data[3]        1.32                          4
worst min-delay path              lane_data_r1[7]$_DFF_P_  data_16bit_r1[7]$_DFF_P_        0.43                          0
worst max register to register  data_16bit_r1[13]$_DFF_P_       offset[4]$_DFF_PN0_        2.61                          5
min in group asynchronous                         s_rst_n   mipi_byte_vld$_DFF_PN0_        0.87                          1
max in group asynchronous                         s_rst_n       offset[4]$_DFF_PN0_        3.26                          1
worst min register to register    lane_data_r1[7]$_DFF_P_  data_16bit_r1[7]$_DFF_P_        0.43                          0
No activity file was given, so power comes from the tool's default toggle rates.
